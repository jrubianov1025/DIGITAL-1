`./run.sh`:
```
#!/bin/bash
# OpenROAD 26Q1-2900-gdf79404cd8, Yosys 0.63+post, stock flow scripts
make -C /OpenROAD-flow-scripts/flow DESIGN_CONFIG=/design/flow/config.mk WORK_HOME=/design/flow/orfs finish
```
`./config.mk`:
```
export PLATFORM = sky130hd
export DESIGN_NAME = Periferico_multiplicador
export DESIGN_NICKNAME = Periferico_multiplicador
export VERILOG_FILES = /design/flow/design.v
export SDC_FILE = /design/flow/constraint.sdc
export NUM_CORES = 4
export LEC_CHECK = 1
export CORE_UTILIZATION = 30
```
`./constraint.sdc`:
```
current_design Periferico_multiplicador

set clk_period 11.2
set clk_io_pct 0.2

create_clock -name clk0 -period $clk_period [get_ports {clk}]

set non_clock_inputs [all_inputs -no_clocks]
set_input_delay [expr $clk_period * $clk_io_pct] -clock clk0 $non_clock_inputs
set_output_delay [expr $clk_period * $clk_io_pct] -clock clk0 [all_outputs]
```
`./design.v`:
```
module Periferico_multiplicador(
  input clk,
  input reset,
  input [15:0] d_in,    
  input cs,             
  input [4:0] addr,     
  input rd,             
  input wr,             
  output reg [31:0] d_out   
);
reg [4:0] s; 	 
reg [15:0] A; 
reg [15:0] B;
reg init;
wire [31:0] pp;	 
wire done;
always @(*) begin 
if (cs) begin
  case (addr)
    5'h04: s =  5'b00001;  
    5'h08: s =  5'b00010;  
    5'h0C: s =  5'b00100;  
    5'h10: s =  5'b01000;  
    5'h14: s =  5'b10000;  
    default: s = 5'b00000;
  endcase
end
else 
  s = 5'b00000;
end 
always @(posedge clk) begin 
  if(reset) begin
    init = 0;
    A    = 0;
    B    = 0;
  end
  else begin
    if (cs && wr) begin
		   A    = s[0] ? d_in    : A;	 
		   B    = s[1] ? d_in    : B;	 
		   init = s[2] ? d_in[0] : init;
    end
  end
end 
always @(posedge clk) begin 
  if(reset)
    d_out = 0;
  else if (cs) begin
    case (s[4:0])
      5'b01000: d_out    =  pp;            
      5'b10000: d_out    = {31'b0, done};
    endcase
  end
end 
mult_32 u_mult (
    .clk(clk),
    .rst(reset),
    .init(init),
    .A(A),
    .B(B),
    .pp(pp),
    .done(done)
  );
endmodule
module acc (clk , A, add, rst,
pp);
    input clk;
    input [31:0] A;
    input add;
    input rst;
    output reg [31:0] pp;
initial pp = 0;
always @(negedge clk)
    if (rst)
        pp = 32'h00000000;
    else
        begin
        if (add) pp = pp + A;
        else pp = pp;
        end
endmodule
module comp(B, z);
input [15:0]B;
output z;
reg tmp;
initial tmp = 0;
assign z = tmp;
    always@(*)
        tmp = (B==0) ? 1'b1 : 1'b0;
endmodule
module control_mult(clk , rst, lsb_B, init , z, done , sh ,reset , add);
    input clk;
    input rst;
    input lsb_B;
    input init;
    input z;
    output reg done;
    output reg sh;
    output reg reset;
    output reg add;
    parameter START = 3'b000;
    parameter CHECK = 3'b001;
    parameter SHIFT = 3'b010;
    parameter ADD   = 3'b011;
    parameter fin   = 3'b100;
    reg [2:0] state;
    reg [5:0] count;
    initial begin
        done = 0;
        sh = 0;
        reset = 0;
        add = 0;
        state = 0;
    end
    always @(posedge clk) begin
        if (rst) begin
            state = START;
            count = 0;
        end
        else begin
            case(state)
                START: begin
                    count = 0;
                    if(init)
                        state = CHECK;
                    else
                        state = START;
                end
                CHECK: begin
                    if(lsb_B)
                        state = ADD;
                    else
                        state = SHIFT;
                end
                SHIFT: begin
                    if(z)
                        state = fin;
                    else
                        state = CHECK;
                end
                ADD: begin
                    state = SHIFT;
                end
                fin: begin
                    count = count + 1;
                    if(count > 30)
                        state = START;
                    else
                        state = fin;
                end
                default: state = START;
            endcase
        end
    end
    always @(state) begin
        case(state)
            START: begin
                done = 0;
                sh   = 0;
                reset = 1;
                add  = 0;
            end
            CHECK: begin
                done = 0;
                sh   = 0;
                reset = 0;
                add  = 0;
            end
            SHIFT: begin
                done = 0;
                sh   = 1;
                reset = 0;
                add  = 0;
            end
            ADD: begin
                done = 0;
                sh   = 0;
                reset = 0;
                add  = 1;
            end
            fin: begin
                done = 1;
                sh   = 0;
                reset = 0;
                add  = 0;
            end
            default: begin
                done = 0;
                sh   = 0;
                reset = 0;
                add  = 0;
            end
        endcase
    end
endmodule
module lsr (clk , in_A , shift , load , s_A);
    input clk;
    input [15:0]in_A;
    input load;
    input shift;
    output reg [31:0]s_A;
    always @(negedge clk)
        if(load)
            s_A = in_A ;
        else
            begin
                if(shift) s_A = s_A << 1 ;
                else s_A = s_A;
            end
endmodule
module mult_32(clk , rst , init , A , B , pp , done);
    input rst;
    input clk;
    input init;
    input [15:0]A;
    input [15:0]B;
    output [31:0]pp;
    output done;
    wire w_sh;
    wire w_reset;
    wire w_add;
    wire w_z;
    wire [31:0]w_A;
    wire [15:0] w_B;
    rsr rsr0 (.clk(clk), .in_B(B) , .shift(w_sh) , .load(w_reset) , .s_B(w_B));
    lsr lsr0 (.clk(clk), .in_A(A) , .shift(w_sh) , .load(w_reset) , .s_A(w_A));
    comp comp0(.B(w_B), .z(w_z));
    acc acc0 (.clk(clk), .A(w_A) , .add(w_add), .rst(w_reset), .pp(pp));
    control_mult control0 (.clk(clk), .rst(rst), .lsb_B(w_B[0]), .init(init), .z(w_z), .done(done),
                           .sh(w_sh) , .reset(w_reset) , .add(w_add) );
endmodule
module rsr (clk, in_B , shift , load , s_B);
    input clk;
    input [15:0]in_B;
    input load;
    input shift;
    output reg [15:0]s_B;
always @(negedge clk)
    if(load)
        s_B = in_B ;
    else
        begin
            if(shift) s_B = s_B >> 1;
            else s_B = s_B;
        end
endmodule
```
==> notes.md <==
The run has ended; figures from its reports follow.

The largest net degree at the start of global routing is between 70 and 80. The number of warnings reported in the stage logs is 107. Among all stages on the critical path, the largest delay is contributed by sky130_fd_sc_hd__or2_2. The worst clock skew is 0.04180 ns.

Setup repair after global routing left no endpoint under its margin. The count of inserted antenna diode cells came out at 0. The leftover overflow at the end of global routing is 0. In this run the count of I/O pins placed on the die edge is 58. Per the detail_route report, vias per standard cell equal about 4.9. Looking at area per cell type in the netlist, the leader is sky130_fd_sc_hd__dfxtp_1.

In this run the worst setup path terminates at u_mult.rsr0.s_B[13]. The via count of the first global-routing pass came out at 5865. The number of clock buffers added by TritonCTS is 17.

The overall via count from detail_route came out at 6433. The detailed-router iteration count before antenna repair is 5. The required time at the endpoint of the critical path came out at 5.79 ns. The static power due to leakage is 3.938 nW.

The flow ran to the end, and the final reports show no timing, DRC or antenna violations. The worst setup path is launched from a register. The number of distinct library cells after synthesis is 61. Post-CTS timing repair inserted 0 buffers for setup. The min-delay analysis places its worst path in the category register to register. The overall die width came out at 160.9 µm.

The count of synthesis-stage warnings from yosys is 6. The critical path launch point is u_mult.control0.state[0]. The final weighted congestion of routability-driven global placement is roughly 0.89. The minimum setup slack among reg-to-reg paths came out at around 3.4 ns. The worst min-delay path startpoint is B[2].

The count of instances resized after the clock tree is built is 0. The total routing resource utilization after global routing is about 15%. The setup TNS came out at 0 ns. The count of library flops with an enable pin is 32. CTS built an H-tree with a depth of 4. The smallest hold slack came out at ~0.45 ns. The placement report lists the number of port buffers as about 56. The cell area after technology mapping is ~0.0076 mm². The count of clock tree sinks came out at around 150. The share of the synthesized area in the top cell type is 32.23%. The worst-case max-slew headroom was logged as 47.08%. The placement-stage cell area is 0.008441 mm². The total buffers and inverters traversed by the critical path came out at 1. With fillers left out, the area of the finished cells amounts to 0.009320 mm².

TritonCTS built the clock tree. STA classifies the critical path endpoint as a register. Detailed-route iteration 0 reported a violation count of between 300 and 400.

The number of routed nets with antenna violations is 0. The number of hold violations in the final report is 0. The starting utilization of the core area came out at 30.89%.

Synthesis handed over a netlist of between 800 and 900 instances. Per the skew report, the later register of the worst-skew pair sees a clock latency of 0.46 ns. The number of placement rows came out at 57. The arrival time reported for the critical path endpoint is 2.39 ns. The total placed cells including tap cells came out at between 1k and 1.5k. The startpoint identified for the worst register-to-register timing path is u_mult.control0.state[0]. The synthesized flop and latch total came out at 154. The area growth from synthesis to layout is 23.00%. The initial antenna violation count is 0. The cell depth of the worst hold path is 2.

The worst-case IR drop observed on VDD is about 0.000093 V. The tally of max-capacitance violations is 0. The critical path goes through or2_2 -> nor2_4 -> buf_4 -> mux2_2. The main area contributors are sky130_fd_sc_hd__dfxtp_1, sky130_fd_sc_hd__edfxtp_1, sky130_fd_sc_hd__nand2_1. The kind of cell adding the most delay to the critical path is simple AND/OR/NAND/NOR gates.

In the synthesis report, Yosys lists the chip area as approximately 0.0076 mm². The sequential share of the synthesized area came out at 44.91%. The synthesis report gives the async set-or-reset register share as 0%.

The clock slew at the register clock pins of the worst setup and hold paths is 0.07 ns. Along the worst path, the maximum fanout reaches 40. In this run the power density over the cells is 136.1 mW/mm². The detailed placement HPWL is 12.35 mm. By startpoint and endpoint, the worst setup path is classified as register to register. The slew at the pin with the worst max-slew slack is 0.7938 ns. Among all flip-flop cells after synthesis, the most frequent one is sky130_fd_sc_hd__dfxtp_1. The number of filler cells placed in the layout is 2454. The maximum clock insertion buffer count is 2.

The first global-routing pass estimated around 30 mm of wire. The final timing report lists a max-slew violation count of 0. The path depth of the worst reg2reg path is 4. The area inside the core boundary came out at about 0.025 mm².

The report puts the hold buffer count at CTS at 0. The total routed wirelength is 18.15 mm. Per the detail_route report, routed wire per instance is 13.73 µm.

The stage delay of the slowest cell on the critical path is 0.54 ns. In this run the clock root is driven by a sky130_fd_sc_hd__clkbuf_16. The number of cells on the critical path is 4. The yosys cell count is a little under 900. The capture point of the worst reg-to-reg path is u_mult.rsr0.s_B[13].

Dividing the synthesized area by the synthesized cell count gives 8.730 µm². The floorplan die area is 0.02590 mm². Measured along the y axis, the die boundary spans 160.9 µm. The setup slack after layout came out at between 3 and 4 ns. The fraction of final layout cells sized beyond drive strength 1 came out at 6.713%. The total of endpoints with negative setup slack in the final report is 0. Logged for this run, the post-placement worst setup slack is 3.395 ns. The final standard cell count with taps included and fillers excluded is about 1.3k. The DRC violation count after routing came out at 0.
## per-stage QoR
step                util [%]  total power [W]
floorplan                  -        0.0006327
global route           37.99         0.001334
global placement       34.40        0.0006467
detailed placement     34.40        0.0006467
finish                 37.99         0.001269
CTS                    37.99         0.001283
## layout by cell type, fill, tap and decap left out, drive strengths merged, types with 3 or more instances in the layout
cell and instances:
inv 100, mux2 30, nor3 10, ha 33, buf 12, a31oi 5, o21bai 4, nor2 69
a22oi 3, o211ai 6, clkdlybuf4s50 55, or2 6, or3 4, nor3b 33, and3 13, a21oi 116
clkbuf 17, a21o 11, a211oi 6, clkinv 6, xor2 9, nand4 5, nor2b 5, mux2i 5
nand3 27, edfxtp 32, dfxtp 122, a32o 5, a211o 3, nor4 5, nand2 162, o21ai 33
and2 3, xnor2 12, o21a 5
## report_power, final
group	switching (W)	internal (W)	total [W]
clock	0.000323	0.000352	0.000675
sequential	0.00000104	0.000568	0.000569
combinational	0.0000141	0.0000103	0.0000244
## synth_stat cells, drive strengths merged (3+ instances only)
cell type and number:
or2 6, edfxtp 32, nor3b 33, and2 3
o211ai 6, o21a 5, xnor2 12, inv 15
nor4 5, a211oi 6, nand4 5, and3 13
a31oi 5, or3 4, mux2 30, a21oi 116
xor2 9, a211o 3, clkbuf 37, nor2 69
nor3 10, o21bai 4, dfxtp 122, a22oi 3
nand3 27, o21ai 33, mux2i 5, a32o 5
nand2 162, a21o 11, nor2b 5, ha 33
buf 11
## worst min path at each step
stage	endpoint	slack, ns
4_1_cts	A[1]	0.45
5_1_grt	u_mult.acc0.pp[20]	0.47
6_report	B[2]	0.45
## metal layers
| layer | routed length [µm] | up-vias | GRT usage (%) |
|---|---|---|---|
| met3 | 932 | 13 | 2.819 |
| li1 | - | 3324 | - |
| met1 | 8830 | 2975 | 22.34 |
| met2 | 8199 | 121 | 23.08 |
| met4 | 185 | 0 | 1.887 |
| met5 | 0 | - | 0 |
## cell families (layout without fill, tap and decap cells)
group | count (synthesis) | in the layout | synth area share [%]
AND/OR/NAND/NOR | 351 | 351 | 21.71
AND-OR/OR-AND | 210 | 210 | 16.89
flip-flops | 154 | 154 | 44.91
buffers and inverters | 63 | 193 | 3.220
multiplexers | 35 | 35 | 5.119
adder cells (fa/ha/maj) | 34 | 34 | 5.713
XOR/XNOR | 21 | 21 | 2.427
## sequential cells by signal (all words and copies together), names as in the netlist
register and flops:
B 16, d_out 32, u_mult.lsr0.s_A 32, u_mult.rsr0.s_B 16
u_mult.control0.count 6, A 16, init 1, u_mult.acc0.pp 32
u_mult.control0.state 3
## area by class of cell
type                       count  area (µm²)  share of cell area, %
sequential                   154        3403                  36.51
tap                          324       405.4                  4.350
clock inverter                95       457.9                  4.913
clock buffer                  17       425.4                  4.564
timing repair buffer          67       638.1                  6.847
inverter                      14       52.55                 0.5638
multi-input combinational    651        3938                  42.25
## tightest hold or removal path, delay by kind of cell, from the launching register on
family / cells / cell delay (ns)
flip-flops: 1 / 0.31
AND/OR/NAND/NOR: 1 / 0.05
AND-OR/OR-AND: 1 / 0.05
Power and IR drop assume default switching activity.
