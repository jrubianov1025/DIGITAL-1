File: design/flow/config.mk
export PLATFORM = sky130hd
export DESIGN_NAME = peripheral_bcd2bin
export DESIGN_NICKNAME = peripheral_bcd2bin
export VERILOG_FILES = /design/flow/design.v
export SDC_FILE = /design/flow/constraint.sdc
export NUM_CORES = 4
export LEC_CHECK = 1
export CORE_UTILIZATION = 50
File: design/flow/constraint.sdc
current_design peripheral_bcd2bin

set clk_period 4.8
set clk_io_pct 0.2

create_clock -name clk0 -period $clk_period [get_ports {clk}]

set non_clock_inputs [all_inputs -no_clocks]
set_input_delay [expr $clk_period * $clk_io_pct] -clock clk0 $non_clock_inputs
set_output_delay [expr $clk_period * $clk_io_pct] -clock clk0 [all_outputs]
File: design/flow/design.v
module add_sub_c2 (in_A , in_B, Result);
  input [3:0] in_A;
  input [3:0] in_B;
  output reg [3:0] Result;
always @(*) begin
  Result = in_A + in_B;
end
endmodule
module bcd2bin(clk , rst , init , A , result , done);
  input         rst;
  input         clk;
  input         init;
  input  [19:0] A;
  output [15:0] result;
  output        done;
  wire w_sh;
  wire w_ld;
  wire w_sel;
  wire w_ld_msb;
  wire w_add;
  wire w_z;
  wire [4:0] w_LD;
  wire [4:0] w_MSB;
  wire [3:0] w_uni;
  wire [3:0] w_dec;
  wire [3:0] w_cen;
  wire [3:0] w_umi;
  wire [3:0] w_dmi;
  wire [19:0] w_ld_in;
  wire [19:0] w_MUX;
  assign w_MSB ={ w_ld_in[19], w_ld_in[15], w_ld_in[11], w_ld_in[7], w_ld_in[3] };
  rsr4 rsr40        ( .clk(clk), .rst_ld(w_ld), .shift(w_sh), .lda2(w_LD), .in_R1(A), .in_R2(w_ld_in), .out_R({w_dmi, w_umi, w_cen, w_dec, w_uni}), .out_R2(result) );
  mux mux0          ( .in1(4'b1101), .in2(4'b1011), .out(w_MUX[3:0]),   .sel(w_sel) );
  mux mux1          ( .in1(4'b1101), .in2(4'b1011), .out(w_MUX[7:4]),   .sel(w_sel) );
  mux mux2          ( .in1(4'b1101), .in2(4'b1011), .out(w_MUX[11:8]),  .sel(w_sel) );
  mux mux3          ( .in1(4'b1101), .in2(4'b1011), .out(w_MUX[15:12]), .sel(w_sel) );
  mux mux4          ( .in1(4'b1101), .in2(4'b1011), .out(w_MUX[19:16]), .sel(w_sel) );
  add_sub_c2 comp0  ( .in_A(w_uni), .in_B(w_MUX[3:0]),   .Result(w_ld_in[3:0])   );
  add_sub_c2 comp1  ( .in_A(w_dec), .in_B(w_MUX[7:4]),   .Result(w_ld_in[7:4])   );
  add_sub_c2 comp2  ( .in_A(w_cen), .in_B(w_MUX[11:8]),  .Result(w_ld_in[11:8])  );
  add_sub_c2 comp3  ( .in_A(w_umi), .in_B(w_MUX[15:12]),  .Result(w_ld_in[15:12]) );
  add_sub_c2 comp4  ( .in_A(w_dmi), .in_B(w_MUX[19:16]), .Result(w_ld_in[19:16]) );
  reg_msb    reg0   ( .clk(clk), .reset(w_ld), .in(w_MSB), .out(w_LD), .ld(w_ld_msb), .oe(w_add) );
  cnt_bin2bcd count0 ( .clk(clk), .ld(w_ld) , .dec(w_sh), .z(w_z));
  ctrl_b2b control0 ( .clk(clk), .rst(rst), .init(init), .done(done), .sh(w_sh), .ld(w_ld), .sel(w_sel), .ld_msb(w_ld_msb), .add(w_add), .z(w_z) );
endmodule
module cnt_bin2bcd (clk , ld, dec, z);
  input clk;
  input ld;
  input dec;
  output reg z;
  reg [4:0] cont=8;
always @(negedge clk) begin
  if (ld) 
    cont  <= 5'b10000;  
  else begin
    if (dec) 
      cont  <= cont-1;
    else
      cont  <= cont;
  end
  z = (cont==0) ? 1 : 0 ;
end
endmodule
module ctrl_b2b( clk , rst , init, done, sh, ld, sel, ld_msb, add, z );
 input       clk;
 input       rst;
 input       init;
 input       z;
 output reg sh;
 output reg ld;
 output reg sel;
 output reg ld_msb;
 output reg add;
 output reg done;
 parameter START     = 3'b000;
 parameter CHECK     = 3'b001;
 parameter SHIFT_DEC = 3'b010;
 parameter ADD       = 3'b011;
 parameter LOAD_A2   = 3'b100;
 parameter END1      = 3'b101;
 reg [2:0] state;
 reg [5:0] count;
always @(posedge clk) begin
  if (rst) begin
    state = START;
    count = 0;
  end else begin
  case(state)
    START:begin
      if(init)begin
       	count = 0;
        state = SHIFT_DEC;
    end
      else
        state = START;
    end
    SHIFT_DEC: begin
      state = CHECK;
    end
    CHECK: begin
      if(z)
        state = END1;
      else
        state = LOAD_A2;
    end
    LOAD_A2: begin
      state = ADD;
    end
    ADD: begin
      state = SHIFT_DEC;
    end
    END1: begin
      count = count + 1;
      state = (count>50) ? START : END1;
    end
    default: state = START;
   endcase
  end
end
always @(*) begin
  case(state)
    START: begin
      done   = 0;
      ld_msb = 0;
      sel    = 0;
      sh     = 0;
      ld     = 1;
      add    = 0;
    end
    SHIFT_DEC: begin
      done   = 0;
      ld_msb = 1;
      sel    = 1;
      sh     = 1;
      ld     = 0;
      add    = 0;
    end
    CHECK: begin
      done   = 0;
      ld_msb = 1;
      sel    = 1;
      sh     = 0;
      ld     = 0;
      add    = 0;
    end
    LOAD_A2: begin
      done   = 0;
      ld_msb = 0;
      sel    = 0;
      sh     = 0;
      ld     = 0;
      add    = 1;
    end
    ADD: begin
      done   = 0;
      ld_msb = 0;
      sel    = 0;
      sh     = 0;
      ld     = 0;
      add    = 0;
    end
    END1: begin
      done   = 1;
      ld_msb = 0;
      sel    = 0;
      sh     = 0;
      ld     = 0;
      add    = 0;
    end
    default: begin
      done   = 0;
      ld_msb = 0;
      sel    = 0;
      sh     = 0;
      ld     = 0;
      add    = 0;
    end
  endcase
end
endmodule
module mux (in1 , in2, out, sel);
  input [3:0]      in1;
  input [3:0]      in2;
  input            sel;
  output reg [3:0] out;
always @(*) begin
if(sel)    
  out = in2;
else
  out = in1;
end
endmodule
module peripheral_bcd2bin(clk , reset , d_in , cs , addr , rd , wr, d_out );
  input clk;
  input reset;
  input [19:0] d_in;
  input cs;
  input [4:0]  addr;  
  input rd;
  input wr;
  output reg [31:0]d_out;
reg [4:0] s; 	 
reg [19:0] A; 
reg init;
wire [15:0] result;	 
wire done;
always @(*) begin 
if (cs) begin
  case (addr)
    5'h04: s =  5'b00001;  
    5'h0C: s =  5'b00100;  
    5'h10: s =  5'b01000;  
    5'h14: s =  5'b10000;  
    default: s = 5'b00000;
  endcase
end
else 
  s = 5'b00000;
end 
always @(posedge clk) begin 
  if(reset) begin
    init = 0;
    A    = 0;
  end
  else begin
    if (cs && wr) begin
      A    = s[0] ? d_in[19:0]    : A;	 
      init = s[2] ? d_in[0] : init;
    end
  end
end 
always @(posedge clk) begin 
  if(reset)
    d_out = 0;
  else if (cs) begin
    case (s[4:0])
      5'b01000: d_out    =  {16'b0,result};
      5'b10000: d_out    =  {31'b0, done};
    endcase
  end
end 
bcd2bin bcd2bin0 (
  .rst(reset),
  .clk(clk),
  .init(init),
  .done(done),
  .result(result),
  .A(A)
);
endmodule
module reg_msb (clk , reset, in, out, ld, oe);
  input             clk;
  input             reset;
  input             ld;
  input             oe;
  input      [4:0]  in;
  output reg    [4:0]  out;
  reg [4:0] cont;
always @(*) begin
  if(oe)
    out = ~cont;
  else
    out = 0;
end
always @(negedge clk) begin
  if (reset) begin
    cont  <= 0;
  end
  else begin
    if ( ld )
      cont  <= in;
  end
end
endmodule
module rsr4 (clk, rst_ld, shift, lda2, in_R1, in_R2, out_R, out_R2);
   input         clk;
   input         rst_ld;
   input         shift;
   input  [4:0]  lda2;
   input  [19:0] in_R1;
   input  [19:0] in_R2;
   output [19:0] out_R;
   output [15:0] out_R2;
   reg [35:0]  data;
assign out_R  = data[35:16];
assign out_R2 = data[15:0];
always @(negedge clk)
  if(rst_ld) begin
    data[15:0]   <= 16'h0000;
    data[35:16]  <= in_R1;
  end
  else
   begin
    if(shift)
      data[35:0] <= {1'b0, data[35:1]} ;
    else begin
      if(lda2[4]==1)
        data[35:32] <= in_R2[19:16];
      if(lda2[3]==1)
        data[31:28] <= in_R2[15:12];
      if(lda2[2]==1)
        data[27:24] <= in_R2[11:8];
      if(lda2[1]==1)
        data[23:20] <= in_R2[7:4];
      if(lda2[0]==1)
        data[19:16] <= in_R2[3:0];
    end 
   end
endmodule
File: design/flow/run.sh
#!/bin/bash
# OpenROAD 26Q1-2900-gdf79404cd8, Yosys 0.63+post, stock flow scripts
make -C /OpenROAD-flow-scripts/flow DESIGN_CONFIG=/design/flow/config.mk WORK_HOME=/design/flow/orfs finish
==> results.toml <==
# implementation run metrics
[setup_path]
r2r_start = "bcd2bin0.control0.state[2]"
crit_arrival_ns = 2.22
critPathMaxFanout = 14
slowest_delay_ns = 0.44
crit_path_frequent_cell = "a21oi_1"
cpLargestDelayFamily = "simple AND/OR/NAND/NOR gates"
path_class = "reg -> reg"
reg2reg_to = "bcd2bin0.rsr40.data[19]"
critPathCaptureType = "flop"
crit_required_ns = 2.52
cp-start-kind = "flop"
worstRegToRegCells = 7
slowest_stage = "or2_2"
crit_buf_inv = 1
cp_cell_sequence = "or2_2 > buf_4 > ha_1 > a21o_1 > a21oi_1 > xnor2_1 > a21oi_1"
r2r_setup_slack_ns = 0.30

[global_route]
grt-ovfl-total = 0
grt_pass1_wl_um = 15500
grt_usage_pct = 21.1
grtUsageMet3_pct = 4.98
met2_usage_pct = 33.4
grt-busiest-layer = "met2"
grt_max_degree = 51
antenna_found_initial = 0
grt_pass1_vias = 3239
use_met1_pct = 32.3

[yosys]
ys_seq_share_pct = 46.8
adder_share_pct = 6.08
yosysWarnings = 7
ys_chip_area_um2 = 4530
netlist_instances = 490
synth-edff-count = 20
ys_sh_aoi_pct = 13.4
ys_sh_xor_pct = 3.48
flop_cell = "dfxtp_1"
ys_types = 44
async_reset_ff_share_pct = 0
logic_family = "simple AND/OR/NAND/NOR gates"
muxShareOfSynthArea_pct = 6.55
ys_sh_simple_pct = 16.5
numSynthFlops = 96
syn_area_per_cell_um2 = 9.25
ys_cells = 490
syn_area_um2 = 4530

[cts]
worstSkewPairLatency_ns = 0.41
cts_buffers = 9
cts.clk_slew.worst_paths_ns = 0.08
ctsHtreeMaxLevel = 3
ctsLongestPathBuffers = 2
root_buffer = "clkbuf_8"
cts_sinks = 96
post-cts-setup-buffer-count = 0
cts-resized-gates = 0
cts_tree = "built"
cts_hold_buffers = 0

[floorplan]
coreArea_um2 = 8760
die-area_um2 = 9450
die_width_um = 97.2
fp_util_pct = 51.7
die_h_um = 97.2
ios = 62
row_count = 34

[route]
avgViaCountPerCell = 5.20
ant_nets = 0
drt_iter0_markers = 130
antenna_cells = 0
drt-total-wl_um = 9180
vias = 3520
wire_per_inst_um = 13.6
remaining_drc_errors = 0
drt_pass1_iterations = 4

[hold_path]
hp-start = "bcd2bin0.count0.cont[4]"
hold_depth = 1
hold_class = "reg -> reg"
hold_end = "bcd2bin0.count0.z"

[job]
warnings = 75
maxCapViolations = 0

[sta]
rsz0062_at_grt = "no"
slew_viol_final = 0
hold_ws_ns = 0.455
hold_viol_final = 0
setup_violations = 0
skew_ns = 0.0601
slew_headroom_pct = 49.9
fin_ws_ns = 0.297
tightestPinTransition_ns = 0.749
fin_tns_setup_ns = 0

[place]
hpwl_um = 6020
numPortBuffers = 44
dp_slack_ns = 0.293
finalWeightedCongestion = 0.829

[power]
p_leak_uw = 0.00208
vdd_drop_max_mv = 0.190
p_per_area_nw_per_um2 = 299

[layout]
syn_to_final_growth_pct = 16.6
drive_above_1_share_pct = 5.62
utilization_pct = 60.3

[run_status]
status = "completed"
registers in the layout, summed over array words and instances (netlist names):
signal and count:
A 20, bcd2bin0.control0.count 6, bcd2bin0.control0.state 6, bcd2bin0.count0.cont 5, bcd2bin0.count0.z 1, bcd2bin0.reg0.cont 5
bcd2bin0.rsr40.data 36, d_out 16, init 1
synthesized netlist by cell type (2+ instances only):
cell,number,area (um2)
nand2_1,79,297
dfxtp_1,76,1520
a21oi_1,54,270
nor2_1,41,154
o21ai_0,26,130
mux2i_1,24,240
buf_4,20,150
edfxtp_1,20,601
xnor2_1,17,149
nand3b_1,15,113
ha_1,14,175
clkbuf_1,13,48.8
buf_2,10,50.1
inv_1,9,33.8
a211oi_1,7,52.6
a21o_1,7,52.6
nand3_1,7,35.0
nor3_1,6,30.0
fa_1,5,100
mux2_2,5,56.3
o22ai_1,5,31.3
nor2b_1,4,25.0
and3_1,2,12.5
clkbuf_2,2,10.0
nor4b_1,2,17.5
o31ai_1,2,15.0
power by group:
part,internal [uW],leakage [uW],switching [uW],total (uW)
sequential,828,0.000859,8.63,836
combinational,31.8,0.000864,25.2,57.1
clock,308,0.000355,379,686
total,1170,0.00208,413,1580
logic make-up after synthesis:
kind of cell	after synthesis
xor+xnor	18
simple gates	164
mux	29
flops	96
fa+ha+maj	19
buf+inv	56
compound gates	107
other cells	1
worst reg2reg max path, cell delays in order, from the launching register on:
cell	delay, ns
dfxtp_2	0.32
or2_2	0.44
buf_4	0.23
ha_1	0.28
a21o_1	0.18
a21oi_1	0.17
xnor2_1	0.16
a21oi_1	0.09
how the worst max path moves through the flow:
stage,start,to,slack [ns],depth (start not counted)
5_1_grt,bcd2bin0.control0.state[3],bcd2bin0.rsr40.data[19],0.18,7
6_report,bcd2bin0.control0.state[2],bcd2bin0.rsr40.data[19],0.30,7
4_1_cts,bcd2bin0.control0.state[2],bcd2bin0.rsr40.data[19],0.29,7
stage by stage:
stage / area, um2 / total power (uW) / std cells
2_1_floorplan: 4590 / 947 / 505
3_3_place_gp: 4910 / 969 / 615
3_5_place_dp: 4910 / 969 / 615
4_1_cts: 5280 / 1600 / 677
5_1_grt: 5280 / 1670 / 677
6_report: 5280 / 1580 / 677
cells in the final DEF, fill, tap and decap left out, drive strengths merged, types with 6 or more instances in the layout:
master         Yosys  final
mux2i             24     24
nand3b            15     15
buf               32      6
clkdlybuf4s50      0     43
nor2              41     41
dfxtp             76     76
nand2             79     79
xnor2             17     17
ha                14     14
o21ai             26     26
a211oi             7      7
edfxtp            20     20
a21oi             54     54
nand3              7      7
clkbuf            15     10
nor3               7      7
conb               1     16
inv                9     58
a21o               7      7
cell type report:
cell class                      instances  area (um2)
Fill cell                             764        3480
Tap cell                              108         135
Sequential cell                        96        2120
Clock buffer                           10         138
Inverter                                8        30.0
Timing Repair Buffer                   49         473
Clock inverter                         53         241
Multi-Input combinational cell        353        2140
metal layers:
metal,wire [um],vias to the layer above,part of all wire [%]
met5,0,-,0
met4,101,0,1.1
met3,348,8,3.8
met2,4290,57,47
met1,4440,1657,48
li1,-,1798,-
Power is estimated from default activity; no workload was simulated.
