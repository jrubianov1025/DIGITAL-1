--- flow/constraint.sdc ---
current_design Periferico_DIVISOR

set clk_period 10.5
set clk_io_pct 0.2

create_clock -name clk0 -period $clk_period [get_ports {CLK}]

set non_clock_inputs [all_inputs -no_clocks]
set_input_delay [expr $clk_period * $clk_io_pct] -clock clk0 $non_clock_inputs
set_output_delay [expr $clk_period * $clk_io_pct] -clock clk0 [all_outputs]
--- flow/design.v ---
module COMPARADOR_DIVISOR(
    input  [4:0] COUNT, 
    output reg Z      
);
 always @(*) begin
        if (COUNT == 5'd0)
            Z = 1'b1;     
        else
            Z = 1'b0;     
    end
endmodule
module CONTADOR_DIVISOR(
    input CLK,
    input INIT,      
    input DEC,       
    output reg [4:0] COUNT
);
    always @(posedge CLK) begin
        if (INIT)
            COUNT <= 5'd17;               
        else if (DEC && COUNT != 0)       
            COUNT <= COUNT - 1;          
    end
endmodule
module CONTROL_DIVISOR(
    input CLK,
    input START,
    input MSB,
    input Z,
    output reg DONE,
    output reg LDA,
    output reg INIT,
    output reg DV0,
    output reg SH,
    output reg DEC
);
    parameter S_START     = 3'b000;
    parameter S_CHECK     = 3'b001;
    parameter S_SHIFT_DEC = 3'b010;
    parameter S_ADD       = 3'b011;
    parameter S_END1      = 3'b100;
    reg [2:0] NEXT_STATE;
    reg [5:0] count;
always @(posedge CLK) begin
    case (NEXT_STATE)
        S_START: begin
            if (START) NEXT_STATE = S_SHIFT_DEC;
            else       NEXT_STATE = S_START;
          count = 0;
        end
            S_SHIFT_DEC: begin
                NEXT_STATE = S_CHECK;
            end
            S_CHECK: begin
                if (Z)         NEXT_STATE = S_END1;
                else if (MSB && !Z)      NEXT_STATE = S_SHIFT_DEC;
                else if (!MSB)      NEXT_STATE = S_ADD;
                else                NEXT_STATE = S_CHECK;
            end
            S_ADD: begin
                if (!Z) NEXT_STATE = S_SHIFT_DEC;
                else    NEXT_STATE = S_END1;
            end
            S_END1: begin
                count = count + 1;
                if (count > 20)
                NEXT_STATE = S_START;
                else
                NEXT_STATE = S_END1; 
            end
            default: NEXT_STATE = S_START;
        endcase
    end
    always @(*) begin
        case (NEXT_STATE)
            S_START: begin
                DONE = 0;
                LDA  = 0;
                INIT = 1;
                DV0  = 0;
                SH   = 0;
                DEC  = 0;
            end
            S_SHIFT_DEC: begin
                DONE = 0;
                LDA  = 0;
                INIT = 0;
                DV0  = 0;
                SH   = 1;
                DEC  = 1;
            end
            S_CHECK: begin
                DONE = 0;
                LDA  = 0;
                INIT = 0;
                DV0  = 0;
                SH   = 0;
                DEC  = 0;
            end
            S_ADD: begin
                DONE = 0;
                LDA  = 1;  
                INIT = 0;
                DV0  = 1;
                SH   = 0;
                DEC  = 0;
            end
            S_END1: begin
                DONE = 1;
                LDA  = 0;
                INIT = 0;
                DV0  = 0;
                SH   = 0;
                DEC  = 0;
            end
            default: begin
                DONE = 0;
                LDA  = 0;
                INIT = 0;
                DV0  = 0;
                SH   = 0;
                DEC  = 0;
            end
        endcase
    end
endmodule
module DIVISOR(
    input CLK,
    input START,
    input [15:0] DV,    
    input [15:0] DR,    
    output DONE,
    output [15:0] R     
);
    wire W_SH;
    wire W_INIT;
    wire W_LDA;
    wire W_DV0;
    wire W_DEC;
    wire W_MSB;
    wire W_Z;
    wire [15:0] W_RES;
    wire [15:0] W_A;
    wire [15:0] W_DV;     
    wire [4:0]  W_COUNT;
    SHIFT_DEC_DIVISOR SHIFT_DEC_DIVISOR0 (
        .CLK(CLK),
        .DV0(W_DV0),
        .INIT(W_INIT),
        .SH(W_SH),
        .DV_IN(DV),     
        .LDA(W_LDA),
        .RES(W_RES),
        .DV(W_DV),      
        .R(R),
        .A(W_A),
        .MSB(W_MSB),
        .Z(W_Z)
    );
    SUMADOR_DIVISOR SUMADOR_DIVISOR0 (
        .A(W_A),
        .DR(DR),
        .RES(W_RES),
        .MSB(W_MSB)
    );
    CONTADOR_DIVISOR CONTADOR_DIVISOR0 (
        .CLK(CLK),
        .INIT(W_INIT),
        .DEC(W_DEC),
        .COUNT(W_COUNT)
    );
    COMPARADOR_DIVISOR COMPARADOR_DIVISOR0 (
        .COUNT(W_COUNT),
        .Z(W_Z)
    );
    CONTROL_DIVISOR CONTROL_DIVISOR0 (
        .CLK(CLK),
        .START(START),
        .MSB(W_MSB),
        .Z(W_Z),
        .SH(W_SH),
        .INIT(W_INIT),
        .LDA(W_LDA),
        .DV0(W_DV0),
        .DEC(W_DEC),
        .DONE(DONE)
    );
endmodule
module Periferico_DIVISOR (
  input CLK,
  input reset,
  input [15:0] d_in,    
  input cs,             
  input [4:0] addr,     
  input rd,             
  input wr,             
  output reg [15:0] d_out  
);
  reg [15:0] DV;      
  reg [15:0] DR;      
  reg START;          
  reg [4:0] s;        
  wire DONE;
  wire [15:0] R;
  always @(*) begin
    if (cs) begin
      case (addr)
        5'h04: s = 5'b00001;  
        5'h08: s = 5'b00010;  
        5'h0C: s = 5'b00100;  
        5'h10: s = 5'b01000;  
        5'h14: s = 5'b10000;  
        default: s = 5'b00000;
      endcase
    end else 
      s = 5'b00000;
  end
always @(posedge CLK) begin
    if (reset) begin
      START = 0;
      DV    = 0;
      DR    = 0;
   end 
  else begin
    if (cs && wr) begin
      DV    <= s[0] ? d_in    : DV;
      DR    <= s[1] ? d_in    : DR;
      START <= s[2] ? d_in[0] : START;
    end
  end
end
  always @(posedge CLK) begin
    if (reset)
      d_out <= 0;
    else if (cs && rd) begin
      case (s[4:0])
        5'b01000: d_out = R;                
        5'b10000: d_out = {15'b0, DONE};  
      endcase
    end
  end
  DIVISOR u_DIVISOR (
    .CLK(CLK),
    .START(START),
    .DV(DV),
    .DR(DR),
    .DONE(DONE),
    .R(R)
  );
endmodule
module SHIFT_DEC_DIVISOR (
    input CLK,
    input DV0,       
    input INIT,     
    input SH,        
    input [15:0] DV_IN,     
    input LDA,       
    input [15:0] RES,       
    input MSB,
    input Z,
    output reg [15:0] DV,        
    output reg [15:0] R,        
    output reg [15:0] A   
);
    always @(posedge CLK) begin
        if (INIT) begin
            A  <= 16'd0;       
            DV <= DV_IN;       
            R  <= 16'd0;       
        end
        else if (SH) begin
            {A, DV} <= {A, DV} << 1;
        end
        else if (!SH && MSB==1 && !Z) begin
            R <= {R[14:0], DV0};
        end
        else if (LDA) begin
            A <= RES;
            R <= {R[14:0], DV0};
        end
    end
endmodule
module SUMADOR_DIVISOR (
    input [15:0] A,    
    input [15:0] DR,  
    output [15:0] RES, 
    output MSB  
);
 wire [15:0] SUB;
    assign RES = A - DR;
    assign MSB = RES[15];
endmodule
--- flow/config.mk ---
export PLATFORM = sky130hd
export DESIGN_NAME = Periferico_DIVISOR
export DESIGN_NICKNAME = Periferico_DIVISOR
export VERILOG_FILES = /design/flow/design.v
export SDC_FILE = /design/flow/constraint.sdc
export NUM_CORES = 4
export LEC_CHECK = 1
export CORE_UTILIZATION = 50
--- flow/run.sh ---
#!/bin/bash
# OpenROAD 26Q1-2900-gdf79404cd8, Yosys 0.63+post, stock flow scripts
make -C /OpenROAD-flow-scripts/flow DESIGN_CONFIG=/design/flow/config.mk WORK_HOME=/design/flow/orfs finish
==> summary.rpt <==
RUN METRICS
----------------------------------------------------
[Floorplan]
  Die extent in x ........................ 105 µm
  DIE HEIGHT ........................ 105 µm
  I/O pin total ........................ 42
  Area of the die ........................ 0.0109 mm²
  Total number of placement rows ........................ 37
  Placeable core region ........................ 0.0103 mm²
  Starting utilization of the core area ........................ 51.1%

[Cells and area]
  Area added between synthesis and finish ........................ 13.2%
  Fraction of layout cells with a size suffix above 1 ........................ 4.78%
  Post-route core utilization ........................ 57.9%
  Most used logic cell in the final layout ........................ sky130_fd_sc_hd__nand2_1
  Final-layout fill cell count ........................ 914
  Most frequent logic cells in the routed design ........................ sky130_fd_sc_hd__nand2_1, sky130_fd_sc_hd__dfxtp_1, sky130_fd_sc_hd__nor2_1, sky130_fd_sc_hd__mux2i_1, sky130_fd_sc_hd__clkdlybuf4s50_1

[Timing]
  Transition time of the tightest slew-check pin ........................ 0.928 ns
  Worst Skew ........................ 0.0143 ns
  Hold violation count in the final report ........................ 0
  Final tally of setup violations ........................ 0
  Highest clock rate ........................ 0.260 GHz
  Final period util ........................ 36.7%
  Setup WS post-layout ........................ 6.65 ns
  Min cycle time layout ........................ 3.85 ns
  Unrepaired setup endpoints after global routing ........................ false
  Count of final max-slew check failures ........................ 0
  Total Negative Setup Slacks ........................ 0 ns
  Headroom to the max-slew limit ........................ 37.3%

[Hold path]
  Cell depth of the worst hold path ........................ 2
  Hold Path Origin ........................ u_DIVISOR.CONTADOR_DIVISOR0.COUNT[4]$_SDFFE_PP1P_
  Worst min-delay path endpoint ........................ u_DIVISOR.CONTADOR_DIVISOR0.COUNT[4]$_SDFFE_PP1P_
  Worst min-delay path class ........................ register to register

[Route]
  DR pass1 iterations ........................ 4
  Number of design-rule violations left by the first detailed-router iteration ........................ 175
  Via/cell ratio ........................ 5.26
  WL per Instance ........................ 14.0 µm
  Total Wirelength ........................ 10400 µm
  Vias ........................ 3909
  Total antenna diodes in the routed design ........................ 0
  Number of nets with antenna violations after detailed routing ........................ 0
  Residual DRC count ........................ 0

[Power and ir drop]
  Leakage power total ........................ 0.00262 µW
  Peak ir drop on the vdd network ........................ 116 µV
  Total power divided by cell area ........................ 240 mW/mm²

[Flow run]
  Max-capacitance violation count ........................ 0
  Number of warnings in the stage logs ........................ 26

[Clocking]
  Post-CTS Hold Buffers ........................ 0
  Clock transition time at the flip-flop clock pins of the worst setup and hold paths ........................ 0.10 ns
  Resized cells post-CTS ........................ 0
  Cell chosen for the clock root ........................ sky130_fd_sc_hd__clkbuf_8
  Worst skew pair latency ........................ 0.37 ns
  H-tree depth reported by CTS ........................ 3
  TritonCTS clock tree ........................ built
  Buffer levels on the longest clock path ........................ 2
  Total CTS buffers ........................ 9
  Post-CTS Setup Repair Bufs ........................ 0
  Clock sinks ........................ 111

[Yosys]
  Number of synthesized register bits ........................ 111
  Avg Cell Area, Syn ........................ 9.22 µm²
  Post-synth ARST share ........................ 0%
  Main area contributors after synthesis ........................ sky130_fd_sc_hd__dfxtp_1, sky130_fd_sc_hd__mux2i_1, sky130_fd_sc_hd__edfxtp_1, sky130_fd_sc_hd__nand2_1, sky130_fd_sc_hd__nor2_1
  Netlist Area Pre-Place ........................ 0.00526 mm²
  Cell variety after synth ........................ 51
  Most frequently used flop master after synthesis ........................ sky130_fd_sc_hd__dfxtp_1
  Register share after synthesis ........................ 46.5%
  Flip-flops with a built-in enable ........................ 22
  Yosys cell count ........................ 570
  Total cell area reported by yosys after synthesis ........................ 0.00526 mm²
  Most area-hungry cell type in the Yosys netlist ........................ sky130_fd_sc_hd__dfxtp_1
  Synth top area share ........................ 33.9%
  Synth Instances ........................ 570
  Count of synthesis-stage warnings from yosys ........................ 5

[Critical path]
  Worst Setup End Kind ........................ register
  Worst setup SP type ........................ primary input
  Launch instance of the worst register-to-register path ........................ DR[4]$_SDFFE_PP0P_
  Data arrival, critical path ........................ 4.15 ns
  Worst setup path startpoint ........................ addr[1]
  Endpoint of the lowest-slack register-to-register path ........................ u_DIVISOR.SHIFT_DEC_DIVISOR0.R[15]$_SDFFE_PP0P_
  Endpoint required time on the critical path ........................ 10.80 ns
  Reg2reg path depth ........................ 9
  CP max FO ........................ 17
  Crit Path Class ........................ primary input to register
  Reg-to-reg slack, setup ........................ 7.14 ns

[Place]
  HPWL reported at the end of detailed placement ........................ 7180 µm
  Pre-CTS setup slack ........................ 6.29 ns
  IO Port Bufs ........................ 41
  Final weighted congestion of routability-driven global placement ........................ 0.807

[GRT]
  Global-route wire length before repair ........................ 17800 µm
  Remaining Overflow, GRT ........................ 0
  Antenna violations before repair ........................ 0
  Pin count of the biggest net entering global routing ........................ 50
  Via count of the first global-routing pass ........................ 3718
  All-Layer GR Usage ........................ 21.0%

[Outcome]
  Result of the run ........................ finished, final reports clean

----------------------------------------------------
==> worst max-delay path by stage <==
| stage | end | cells after the start |
|---|---|---|
| CTS | d_out[2]$_SDFFE_PP0P_ | 9 |
| global route | d_out[3]$_SDFFE_PP0P_ | 9 |
| finish | d_out[2]$_SDFFE_PP0P_ | 9 |
==> metal layers <==
layer | wire, µm | track usage (%) | vias to the layer above | share of wire [%]
met3 | 378 | 3.32 | 6 | 3.6
met1 | 5310 | 34.3 | 1818 | 51
met5 | 0 | 0 | - | 0
li1 | - | - | 2023 | -
met4 | 78 | 1.94 | 0 | 0.75
met2 | 4590 | 32.0 | 62 | 44
==> power by group <==
| group | leakage (µW) | switching [µW] | internal, µW |
|---|---|---|---|
| Combinational | 0.00157 | 353 | 256 |
| Sequential | 0.000952 | 49.9 | 521 |
| Clock | 0.0000969 | 157 | 91.8 |
| Total | 0.00262 | 560 | 868 |
==> cells in the mapped netlist (3+ instances only) <==
master,number
sky130_fd_sc_hd__o221ai_1,3
sky130_fd_sc_hd__ha_1,18
sky130_fd_sc_hd__xnor2_1,11
sky130_fd_sc_hd__inv_1,21
sky130_fd_sc_hd__a211oi_1,5
sky130_fd_sc_hd__nand3_1,8
sky130_fd_sc_hd__o21ai_0,12
sky130_fd_sc_hd__nor2_1,78
sky130_fd_sc_hd__nand3b_1,4
sky130_fd_sc_hd__dfxtp_1,89
sky130_fd_sc_hd__a22oi_1,15
sky130_fd_sc_hd__mux2i_1,70
sky130_fd_sc_hd__xor2_1,6
sky130_fd_sc_hd__nand2_1,99
sky130_fd_sc_hd__o22ai_1,3
sky130_fd_sc_hd__edfxtp_1,22
sky130_fd_sc_hd__nor3_1,6
sky130_fd_sc_hd__a21oi_1,21
sky130_fd_sc_hd__clkbuf_1,25
sky130_fd_sc_hd__nand2b_1,8
sky130_fd_sc_hd__nor3b_1,3
sky130_fd_sc_hd__a21o_1,6
==> metrics by stage <==
step	hold WS [ns]	power, µW	area [µm²]	std cells
floorplan	0.434	1080	5260	570
global placement	0.455	1190	5770	727
detailed placement	0.463	1190	5770	727
CTS	0.479	1440	5950	743
global route	0.500	1540	5950	743
finish	0.478	1430	5950	743
==> state kept, by name (all words and copies together) (netlist names) <==
name and cells:
DR 16, DV 16, d_out 16, u_DIVISOR.SHIFT_DEC_DIVISOR0.A 16
u_DIVISOR.SHIFT_DEC_DIVISOR0.DV 16, u_DIVISOR.SHIFT_DEC_DIVISOR0.R 16, u_DIVISOR.CONTROL_DIVISOR0.count 6, u_DIVISOR.CONTADOR_DIVISOR0.COUNT 5
u_DIVISOR.CONTROL_DIVISOR0.NEXT_STATE 3, START 1
==> area by class of cell <==
cell class	count	area [µm²]	area share [%]
sequential	111	2440	41.0
tap	136	170	2.86
timing repair buffer	50	478	8.03
multi-input combinational	409	2600	43.7
clock inverter	7	60.1	1.01
inverter	21	78.8	1.32
clock buffer	9	124	2.08
==> kinds of logic after synthesis <==
logic type	synth area share [%]
AND/OR/NAND/NOR	17.7
adder cells (fa/ha/maj)	4.67
flip-flops	46.5
multiplexers	13.3
buffers and inverters	4.19
AND-OR/OR-AND	10.8
XOR/XNOR	2.83
==> worst max-delay path: stages <==
cell,delay [ns]
sky130_fd_sc_hd__clkdlybuf4s50_1,0.40
sky130_fd_sc_hd__nor2_1,0.10
sky130_fd_sc_hd__nand2_1,0.08
sky130_fd_sc_hd__nor3b_1,0.39
sky130_fd_sc_hd__nand2_1,0.43
sky130_fd_sc_hd__a21oi_1,0.24
sky130_fd_sc_hd__buf_4,0.22
sky130_fd_sc_hd__a22oi_1,0.08
sky130_fd_sc_hd__nor2_1,0.11
Power is estimated from default activity; no workload was simulated.
